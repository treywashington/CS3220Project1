**./config.mk**
```make
export PLATFORM = sky130hd
export DESIGN_NAME = Project1
export DESIGN_NICKNAME = Project1
export VERILOG_FILES = /design/flow/design.v
export SDC_FILE = /design/flow/constraint.sdc
export NUM_CORES = 4
export LEC_CHECK = 1
export CORE_UTILIZATION = 30
```
**./constraint.sdc**
```tcl
current_design Project1

set clk_period 7.2
set clk_io_pct 0.2

create_clock -name clk0 -period $clk_period [get_ports {CLOCK_50}]

set non_clock_inputs [all_inputs -no_clocks]
set_input_delay [expr $clk_period * $clk_io_pct] -clock clk0 $non_clock_inputs
set_output_delay [expr $clk_period * $clk_io_pct] -clock clk0 [all_outputs]
```
**./design.v**
```verilog
module Project1(SW,KEY,LEDR,LEDG,HEX0,HEX1,HEX2,HEX3,CLOCK_50);
	input  [9:0] SW;
	input  [3:0] KEY;
	input  CLOCK_50;
	output [9:0] LEDR;
	output [7:0] LEDG;
	output [6:0] HEX0,HEX1,HEX2,HEX3;
	wire clk=CLOCK_50;
	reg KEY0Pushed, KEY1Pushed, KEY2Pushed, KEY3Pushed;
	reg [26:0] waitsec=26'd0;
	reg [5:0] seconds=5'b0;
	reg [5:0] minutes=6'd55;
	reg [4:0] hours=6'd23;
	reg [25:0] hsec=25'd0;
	reg [1:0] blink=1'b0;
	reg [1:0] setTimer=1'b0;
	reg [3:0] oldKEY=4'b1111;
	reg [7:0] blinkWire=8'b00000000;	
	reg [3:0] digit0=4'b0;
	reg [3:0] digit1=4'b0;
	reg [3:0] digit2=4'b0;
	reg [3:0] digit3=4'b0;
	reg [6:0] ledg=7'b0000000;	
	always @(posedge clk) begin
		hsec<=hsec+25'b1;	
		if(hsec==25'd24999999) begin
			hsec<=25'd0;
			blink<=!blink;		
		end
		oldKEY<=KEY;
		KEY0Pushed = {oldKEY[0],KEY[0]}==2'b10;
		KEY1Pushed = {oldKEY[1],KEY[1]}==2'b10;
		KEY2Pushed = {oldKEY[2],KEY[2]}==2'b10;
		KEY3Pushed = {oldKEY[3],KEY[3]}==2'b10;
		if(SW[0]==1'b1) begin
			setTimer<=1'b1;
		end else begin
			setTimer<=1'b0;
		end
		if(setTimer==1'b1) begin
			blinkWire<= {2'd0,seconds&{6{blink}}};
		end else begin
			blinkWire<= {2'd0,seconds};
		end
		if(setTimer==1'b1) begin
			if(KEY0Pushed) begin
				if(minutes==2'b0)
				minutes<=6'd59;
				else begin
				minutes<=minutes-2'b1;
				end
			seconds<=2'd0;
			end
			if(KEY1Pushed) begin
				if(minutes==6'd59)
				minutes<=2'b0;
				else begin
				minutes<=minutes+2'b1;
				end
			seconds<=2'd0;
			end
			if(KEY2Pushed) begin
				if(hours==6'd0)
				hours<=6'd23;
				else begin
				hours<=hours-2'b1;
				end
			end
			if(KEY3Pushed) begin
				if(hours==6'd23)
				hours<=6'd0;
				else begin
				hours<=hours+2'b1;
				end
			end
		end
		waitsec<=waitsec+26'b1;
		if(waitsec==26'd49_999_999) begin
			waitsec<=26'd0;
			seconds<=seconds+2'b1;		
			if(seconds==6'd59) begin
				seconds<=2'd0;
				minutes<=minutes+2'b1;
				if(minutes==6'd59) begin
					minutes<=2'd0;
					hours<=hours+2'b1;
					if(hours==6'd23) begin
						hours<=2'd0;
					end
				end
			end
		end
		if(blink==1'b0 && setTimer==1'b1) begin
			digit0=4'hf;
			digit1=4'hf;
			digit2=4'hf;
			digit3=4'hf;
			ledg={7{1'b0}};
		end else begin
			digit0=minutes%6'd10;
			digit1=minutes/6'd10;
			digit2=hours%6'd10;
			digit3=hours/6'd10;
			ledg=seconds;
		end
	end
	SevenSeg s0(.IN(digit0),.OUT(HEX0));
	SevenSeg s1(.IN(digit1),.OUT(HEX1));
	SevenSeg s2(.IN(digit2),.OUT(HEX2));
	SevenSeg s3(.IN(digit3),.OUT(HEX3));
	assign LEDG=ledg;
endmodule
module SevenSeg(OUT,IN);
input  [3:0] IN;
output [6:0] OUT;
assign OUT =
  (IN == 4'h0) ? 7'b1000000 :
  (IN == 4'h1) ? 7'b1111001 :
  (IN == 4'h2) ? 7'b0100100 :
  (IN == 4'h3) ? 7'b0110000 :
  (IN == 4'h4) ? 7'b0011001 :
  (IN == 4'h5) ? 7'b0010010 :
  (IN == 4'h6) ? 7'b0000010 :
  (IN == 4'h7) ? 7'b1111000 :
  (IN == 4'h8) ? 7'b0000000 :
  (IN == 4'h9) ? 7'b0010000 :
  (IN == 4'hA) ? 7'b0001000 :
  (IN == 4'hb) ? 7'b0000011 :
  (IN == 4'hc) ? 7'b1000110 :
  (IN == 4'hd) ? 7'b0100001 :
  (IN == 4'he) ? 7'b0000110 :
    7'b1111111 ;
endmodule
```
**./run.sh**
```bash
#!/bin/bash
# OpenROAD 26Q1-2900-gdf79404cd8, Yosys 0.63+post, stock flow scripts
make -C /OpenROAD-flow-scripts/flow DESIGN_CONFIG=/design/flow/config.mk WORK_HOME=/design/flow/orfs finish
```
==> notes.org <==
* Implementation run

** CTS
- Bufs on Longest Clock Path :: 2
- In this run the clock root is driven by a sky130_fd_sc_hd__clkbuf_16.
- CTS built an H-tree with a depth of 3.
- Post_cts resized :: 0
- Clock tree from TritonCTS :: yes
- Once the clock tree was built, the setup fixing pass inserted 0 buffers.
- CTS clk-pin slew, worst paths :: 0.06 ns
- The post-CTS hold buffer count recorded in the log is 0.
- Buffers inserted during clock tree synthesis total 9.
- The clock net in this run drives a total of 96 sinks.
- Source-to-sink clock delay at the later pin of the worst-skew pair :: 0.34 ns

** Setup path
- Worst reg-to-reg setup slack :: 4.68 ns
- STA classifies the critical path endpoint as an output pin.
- In this design, the stage delay of the slowest critical-path cell is 0.57 ns.
- Origin of the critical flop-to-flop path :: waitsec[0]
- At the worst endpoint, the required time is 5.76 ns.
- In this run the critical register-to-register path is captured at seconds[5].
- In this run the critical path is formed by nor3b_1 -> a211oi_1 -> a21oi_1 -> clkdlybuf4s50_1.
- Buffer-and-inverter tally for the worst setup path :: 1
- Start point of the critical path :: digit0[2]
- Cells on worst reg2reg path :: 4
- The critical path is of the flip-flop to output pin type.
- Top fanout value on the critical path :: 13
- Top delay family on crit path :: flip-flops
- Critical path arrival :: 2.01 ns
- For this design, the slowest cell found on the critical path is sky130_fd_sc_hd__dfxtp_1.
- Startpoint type of the worst setup path :: flip-flop

** Route
- Number of iterations in the first detailed-routing pass :: 4
- Dividing the detail-routed via count by the number of cells gives 4.67.
- The final layout contains routed wiring with a total length of 9520 um.
- Antenna cells :: 0
- Once detail routing completed, the nets flagged for antenna violations numbered 0.
- After detailed routing, the number of remaining DRC violations is 0.
- The routed layout has 4078 vias.
- Avg WL per Cell :: 10.9 um
- DRT iter0 DRCs :: 212

** Logic synthesis
- The commonest cells after synthesis are sky130_fd_sc_hd__dfxtp_1, sky130_fd_sc_hd__nor2_1, sky130_fd_sc_hd__nand2_1.
- According to the Yosys statistics, the synthesized design has a chip area of 5240 um^2.
- For this run, the register share of the synthesized area comes to 38.0%.
- Synth Area per Inst :: 8.33 um^2
- Flops & latches, synth :: 96
- Most frequently used cell type in the post-synthesis netlist :: sky130_fd_sc_hd__dfxtp_1
- Cell taking the most area after synthesis :: sky130_fd_sc_hd__dfxtp_1
- Count of cell types in the netlist :: 59
- Of all flip-flops after synthesis, the portion carrying an async set or reset was 0%.
- Counting the warning lines in the Yosys log gives 11.
- In the post-synthesis netlist, the biggest area contributors are sky130_fd_sc_hd__dfxtp_1, sky130_fd_sc_hd__xnor2_1, sky130_fd_sc_hd__nor2_1.
- Cell Area, Synth :: 5240 um^2
- Top_reg_cell synth :: sky130_fd_sc_hd__dfxtp_1
- After synthesis, the design contains 629 cells according to Yosys.
- Yosys mapped a number of flops with a built-in enable equal to 7.
- Synthesis handed over a netlist of 629 instances.
- Area fraction of the dominant cell type after synthesis :: 34.0%

** Place
- The HPWL after detailed placement is 6690 um.
- The placement stage leaves a total instance area of 5770 um^2.
- Total of buffers placed on input and output ports :: 39
- RePlAce ended its routability-driven mode at a weighted congestion of 0.826.
- Pre-CTS setup slack :: 3.93 ns

** Cells and area
- The layout stage reports a final design area of 6040 um^2.
- FF/Latch Area :: 1990 um^2
- Final-layout fill cell count :: 1747
- Synth-to-layout area growth :: 15.2%
- The layout report lists the multi-input gate area as 2980 um^2.
- The post-route netlist has 5.05% of its cells at a drive strength greater than 1.

** Floorplanning
- Die Height :: 134 um
- Pin placement for this block handled 61 I/O pins.
- In this run the standard cell core region covers 16800 um^2.
- X dimension of the die :: 134 um
- Core Density at Floorplan :: 31.2%
- Die Outline Area :: 18000 um^2
- The floorplan has 47 rows.

** Run
- Max-cap violations in this run came to 0.
- Count of warning messages emitted by the tools :: 42

** STA
- Part of the cycle the worst path needs :: 47.9%
- In the final report, the number of pins over their slew limit comes to 0.
- Measured slew at the worst slew-check pin :: 0.877 ns
- Setup repair after global routing missed its margin :: no
- Final critical-path required period :: 3.45 ns
- The last timing report of the flow puts the setup violation total at 0.
- Crit path setup slack, layout :: 3.75 ns
- Hold-check failures listed in the final report amount to 0.
- Adding up every negative setup slack in the final design gives 0 ns.
- The highest clock rate this design can be run at is 290 MHz.
- Worst max-slew margin expressed relative to the limit :: 40.9%
- Skew final :: 0.00711 ns

** Power and ir drop
- The final power report lists total power as 1.97 mW.
- Total leakage power :: 2.31 nW
- Across the VDD grid, the largest voltage drop is 0.148 mV.
- Total power normalized to cell area comes to 326 nW/um^2.

** GRT
- Total routing usage reported by global routing :: 11.3%
- Gr ovfl total :: 0
- First-pass GRT wire length :: 16800 um
- Entering global routing, the biggest net connects 25 pins.
- Antenna violations before repair :: 0
- The via count of the first global-routing pass came to 3612.

** Outcome
- Status :: finished, final reports clean

** Worst hold path
- Destination of the worst hold path :: hsec[0]
- HP Class :: flip-flop to flip-flop
- Along the worst hold path, the cell count comes to 1.
- Per the hold report, the tightest min-delay path originates at hsec[0].
-- through the flow --
| stage | std cells | hold WS (ns) | util (%) |
|---|---|---|---|
| global route | 874 | 0.471 | 35.9 |
| floorplan | 640 | 0.413 | - |
| CTS | 874 | 0.441 | 35.9 |
| finish | 874 | 0.438 | 35.9 |
| global placement | 858 | 0.427 | 34.3 |
| detailed placement | 858 | 0.432 | 34.3 |
-- worst reg2reg max path, delay by kind of cell (launching register included) --
family	cells	cell delay [ns]
adder cells (fa/ha/maj)	1	0.27
AND-OR/OR-AND	1	0.71
flip-flops	1	0.40
AND/OR/NAND/NOR	2	0.77
-- per-layer routing --
| layer | GRT usage (%) | vias to the layer above | part of all wire (%) |
|---|---|---|---|
| li1 | - | 2203 | - |
| met1 | 17.2 | 1811 | 52 |
| met2 | 17.2 | 58 | 43 |
| met3 | 2.51 | 6 | 4.3 |
| met4 | 1.06 | 0 | 1.1 |
| met5 | 0 | - | 0 |
-- worst max-delay path by stage --
stage                 endpoint  slack, ns  cells past startpoint
final                  HEX0[3]       3.75                      4
after CTS              HEX0[3]       3.74                      4
after global routing   HEX2[1]       3.59                      5
-- final cells by class --
cell class                 instances  share of cell area (%)
multi-input combinational        473                    49.4
clock inverter                     3                   0.332
inverter                          26                    1.62
timing repair buffer              43                    6.97
sequential                        96                    33.0
tap                              220                    4.56
clock buffer                      13                    4.15
-- where the power goes --
group          switching (mW)  internal (mW)  total, mW
logic                   0.305          0.448      0.753
clock network           0.192          0.243      0.435
registers               0.172          0.608      0.780
-- sequential cells by signal (all words and copies together), names as in the netlist --
signal and flops:
oldKEY 4, digit0 4, minutes 6, setTimer 1, hsec 26, digit2 4
digit3 3, blink 1, digit1 3, seconds 6, hours 5, ledg 6
waitsec 27
-- cell usage in the layout, fill, tap and decap left out, types with 3 or more instances in the layout --
master                             n
sky130_fd_sc_hd__a211oi_1          6
sky130_fd_sc_hd__a21boi_0          4
sky130_fd_sc_hd__a21oi_1          29
sky130_fd_sc_hd__a22oi_1           4
sky130_fd_sc_hd__a31oi_1           5
sky130_fd_sc_hd__and2_1            5
sky130_fd_sc_hd__and3_1           10
sky130_fd_sc_hd__and4_1           10
sky130_fd_sc_hd__buf_4             4
sky130_fd_sc_hd__clkbuf_1          3
sky130_fd_sc_hd__clkbuf_16         9
sky130_fd_sc_hd__clkdlybuf4s50_1  39
sky130_fd_sc_hd__conb_1           12
sky130_fd_sc_hd__dfxtp_1          89
sky130_fd_sc_hd__edfxtp_1          7
sky130_fd_sc_hd__ha_1             16
sky130_fd_sc_hd__inv_1            26
sky130_fd_sc_hd__mux2_2            3
sky130_fd_sc_hd__mux2i_1           7
sky130_fd_sc_hd__nand2_1          46
sky130_fd_sc_hd__nand2b_1          6
sky130_fd_sc_hd__nand3_1          33
sky130_fd_sc_hd__nand4_1          13
sky130_fd_sc_hd__nor2_1           67
sky130_fd_sc_hd__nor2b_1          19
sky130_fd_sc_hd__nor3_1           17
sky130_fd_sc_hd__nor3b_1           5
sky130_fd_sc_hd__nor4_1            9
sky130_fd_sc_hd__o211ai_1          5
sky130_fd_sc_hd__o21ai_0          25
sky130_fd_sc_hd__o21bai_1          3
sky130_fd_sc_hd__o22ai_1           8
sky130_fd_sc_hd__o31ai_1           4
sky130_fd_sc_hd__or2_2             4
sky130_fd_sc_hd__xnor2_1          43
sky130_fd_sc_hd__xor2_1           26
-- cell families (layout without fill, tap and decap cells) --
logic type      count (synthesis)  in the layout  share of synthesized area (%)
flops                          96             96                           38.0
other cells                     1             12                         0.0716
buf+inv                        71             85                           6.02
compound gates                109            109                           13.1
simple gates                  257            257                           25.5
xor+xnor                       69             69                           11.5
mux                            10             10                           1.98
fa+ha+maj                      16             16                           3.82
Power is estimated from default activity; no workload was simulated.
